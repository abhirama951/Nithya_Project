[./design.v]
module LMS (
    input Clk,
    input Rst,
    input mode_train,                  
    input signed [15:0] x_in,         
    input signed [15:0] d_in,         
    output signed [15:0] y_out,       
    output signed [15:0] err,         
    output signed [15:0] w0, w1, w2, w3  
);
    parameter signed [15:0] gamma = 16'b0000100000000000;  
    reg signed [15:0] wn[0:3];  
    reg signed [15:0] x[0:3];   
    reg signed [15:0] err_reg;
    always @(posedge Clk or posedge Rst) begin
        if (Rst) begin
            x[0]<=16'sd0; x[1]<=16'sd0; x[2]<=16'sd0; x[3]<=16'sd0;
        end else begin
            x[3]<=x[2];
            x[2]<=x[1];
            x[1]<=x[0];
            x[0]<=x_in;
        end
    end
    wire signed [31:0] y_acc = $signed(wn[0])*x[0] +
                               $signed(wn[1])*x[1] +
                               $signed(wn[2])*x[2] +
                               $signed(wn[3])*x[3];
    assign y_out = y_acc[27:12];
    always @(posedge Clk or posedge Rst) begin
        if (Rst)
            err_reg <= 16'sd0;
        else if (mode_train)
            err_reg <= d_in - y_out;
        else
            err_reg <= 16'sd0;
    end
    assign err = err_reg;
    wire signed [31:0] p0 = $signed(err_reg) * x[0];
    wire signed [31:0] p1 = $signed(err_reg) * x[1];
    wire signed [31:0] p2 = $signed(err_reg) * x[2];
    wire signed [31:0] p3 = $signed(err_reg) * x[3];
    wire signed [15:0] p0_q = p0[27:12];
    wire signed [15:0] p1_q = p1[27:12];
    wire signed [15:0] p2_q = p2[27:12];
    wire signed [15:0] p3_q = p3[27:12];
    wire signed [31:0] m0_long = $signed(gamma) * $signed(p0_q);
    wire signed [31:0] m1_long = $signed(gamma) * $signed(p1_q);
    wire signed [31:0] m2_long = $signed(gamma) * $signed(p2_q);
    wire signed [31:0] m3_long = $signed(gamma) * $signed(p3_q);
    wire signed [15:0] m0 = m0_long[27:12];
    wire signed [15:0] m1 = m1_long[27:12];
    wire signed [15:0] m2 = m2_long[27:12];
    wire signed [15:0] m3 = m3_long[27:12];
    wire signed [15:0] wn_u0 = wn[0] + m0;
    wire signed [15:0] wn_u1 = wn[1] + m1;
    wire signed [15:0] wn_u2 = wn[2] + m2;
    wire signed [15:0] wn_u3 = wn[3] + m3;
    always @(posedge Clk or posedge Rst) begin
        if (Rst)
            {wn[0],wn[1],wn[2],wn[3]} <= 64'sd0;
        else if (mode_train)
            {wn[0],wn[1],wn[2],wn[3]} <= {wn_u0,wn_u1,wn_u2,wn_u3};
    end
    assign w0=wn[0];
    assign w1=wn[1];
    assign w2=wn[2];
    assign w3=wn[3];
endmodule
module wb_lms (
    input  wire        Clk,
    input  wire        Rst,
    input  wire        wb_cyc_i,
    input  wire        wb_stb_i,
    input  wire        wb_we_i,
    input  wire [31:0] wb_adr_i,
    input  wire [15:0] wb_dat_i,
    output reg  [15:0] wb_dat_o,
    output reg         wb_ack_o,
    output reg         irq_o
);
    reg signed [15:0] x_in_reg, d_in_reg;
    reg mode_train_reg;
    wire signed [15:0] y_out, err, w0, w1, w2, w3;
    LMS dut (
        .Clk(Clk),
        .Rst(Rst),
        .mode_train(mode_train_reg),
        .x_in(x_in_reg),
        .d_in(d_in_reg),
        .y_out(y_out),
        .err(err),
        .w0(w0),
        .w1(w1),
        .w2(w2),
        .w3(w3)
    );
    always @(posedge Clk or posedge Rst) begin
        if (Rst) begin
            wb_ack_o       <= 0;
            wb_dat_o       <= 0;
            irq_o          <= 0;
            x_in_reg       <= 0;
            d_in_reg       <= 0;
            mode_train_reg <= 0;
        end else begin
            wb_ack_o <= 0;
            irq_o    <= 0;
            if (wb_cyc_i && wb_stb_i && !wb_ack_o) begin
                wb_ack_o <= 1;
                if (wb_we_i) begin
                    case (wb_adr_i[5:2])
                        4'h0: x_in_reg       <= wb_dat_i;
                        4'h1: d_in_reg       <= wb_dat_i;
                        4'h2: mode_train_reg <= wb_dat_i[0];  
                    endcase
                    irq_o <= 1;  
                end else begin
                    case (wb_adr_i[5:2])
                        4'h3: wb_dat_o <= y_out;
                        4'h4: wb_dat_o <= err;
                        4'h5: wb_dat_o <= w0;
                        4'h6: wb_dat_o <= w1;
                        4'h7: wb_dat_o <= w2;
                        4'h8: wb_dat_o <= w3;
                        default: wb_dat_o <= 16'd0;
                    endcase
                end
            end
        end
    end
endmodule
[./run.sh]
#!/bin/bash
# OpenROAD 26Q1-2900-gdf79404cd8, Yosys 0.63+post, stock flow scripts
make -C /OpenROAD-flow-scripts/flow DESIGN_CONFIG=/design/flow/config.mk WORK_HOME=/design/flow/orfs finish
[./config.mk]
export PLATFORM = sky130hd
export DESIGN_NAME = wb_lms
export DESIGN_NICKNAME = wb_lms
export VERILOG_FILES = /design/flow/design.v
export SDC_FILE = /design/flow/constraint.sdc
export NUM_CORES = 4
export LEC_CHECK = 1
export CORE_UTILIZATION = 50
[./constraint.sdc]
current_design wb_lms

set clk_period 17.2
set clk_io_pct 0.2

create_clock -name clk0 -period $clk_period [get_ports {Clk}]

set non_clock_inputs [all_inputs -no_clocks]
set_input_delay [expr $clk_period * $clk_io_pct] -clock clk0 $non_clock_inputs
set_output_delay [expr $clk_period * $clk_io_pct] -clock clk0 [all_outputs]
==> reports/summary.txt <==
hold_sp: x_in_reg[15]
OpenROAD warnings: 58
f_max: 94.3 MHz
vias in the first global route: 58900
CTS Hold Buffers Added: 0
Setup TNS: 0 ns
Post-Syn Instances: 8329
Yosys chip area: 0.0791 mm2
CTS buffer count: 17
type of the tightest min-delay check: reg -> reg
hold path depth: 0
status: completed
Post-CTS Resized: 0
top-count cell post-synth: inv_1
Commonest flop: dfrtp_1
CTS max path bufs: 2
GPL Wtd Cong: 0.946
global route hottest layer: met1
chip width: 400 um
top cells by count: 2126 x inv_1, 1983 x fa_1, 1012 x nand2_1
Starting Density: 0.505
max-slew violations: 0
GRT Residual Overflow: 0
flip-flops with a built-in enable: 0
clock sink total: 195
clk ins delay skew pair: 0.53 ns
Detail Route Antenna Nets: 0
Mean Syn Cell Area: 9.50 um2
share of cells above drive strength 1: 0.0422
Final HPWL DP: 165000 um
Die ar.: 0.160 mm2
Die Ht: 400 um
Max FO, Critical Path: 13
Yosys top cell by area: fa_1
R2R Setup Slk: 6.59 ns
via count: 53100
Final min period: 10.61 ns
Hold EP: dut.x[0][15]
Synth Warn #: 4
post-layout utilization of the core: 0.528
clk slew on worst S/H paths: 0.11 ns
CP Class: reg -> reg
initial antenna violation count: 5
met3 GRT Util: 0.153
launch point of the worst reg-to-reg path: dut.x[0][15]
P&R area growth vs syn: 4.55%
1st-iter DRT viols: 2001
Synth area leaders: fa_1 50%, inv_1 10%, ha_1 9.6%, and2_1 7.4%, dfrtp_1 6.2%
M2 GR Usage: 0.440
CORE AREA: 0.157 mm2
CP max stage delay: 0.76 ns
post-route clock period utilization: 0.617
CTS tree: yes
RSZ-0062 raised after global routing: no
Post-CTS Setup Inserts: 0
H-tree Lvls: 4
grt met1 use: 0.448
Cells after DPL: 10200
Final Non-Filler Cells: 10300
startpoint types: register
Area leader share: 0.502
Final setup viols: 0
critical path's slowest cell: dfrtp_1
reg2reg path depth: 34
# port buffers: 42
Worst setup EP type: register
Row Count: 145
number of max-cap violations: 0
Ports: 71
yosys stat cell total: 8329
Synth Cell Area: 0.0791 mm2
Worst Tran Pin Value: 0.917 ns
CP dominant cell by count: fa_1
DR pass1 iterations: 5
clk_skew: 0.0254 ns
Critical Path AT: 11.05 ns
Residual DRC: 0
ys async rst share: 1.00
R2R Path End: dut.err_reg[15]
slew margin rel.: 0.388
crit path DRT: 17.64 ns
Clock Root Buffer: clkbuf_16
FF+latch count, synth: 195
Synth cell types: 77
largest net degree at the start of global routing: 66
Hold Fails Final Rpt: 0
Routed WL: 208000 um
overall routing resource usage: 0.306
smallest hold slack: 0.352 ns
vias per cell: 5.18
drt wl/cell: 20.3 um
part of the Yosys area used for sequential elements: 0.0617
global-route wire length before repair: 342000 um
routing by layer:
metal / wire length, um / vias to the layer above / share of wire
li1: - / 23700 / -
met1: 82300 / 27100 / 0.40
met2: 94600 / 2064 / 0.45
met3: 26000 / 249 / 0.13
met4: 5140 / 4 / 0.025
met5: 23 / - / 0.00011
kinds of logic (layout without fill, tap and decap cells):
| kind of cell | count (synthesis) | count (layout) | synth area share |
|---|---|---|---|
| mux | 95 | 95 | 0.0142 |
| other cells | 0 | 7 | 0 |
| xor+xnor | 284 | 284 | 0.0317 |
| compound gates | 353 | 353 | 0.0302 |
| buf+inv | 2514 | 2386 | 0.119 |
| flops | 195 | 195 | 0.0617 |
| fa+ha+maj | 2588 | 2588 | 0.597 |
| simple gates | 2300 | 2300 | 0.146 |
critical path: cells and delay by family (launching register included):
kind / cells / cell delay [ns]
compound gates: 5 / 1.09
xor+xnor: 2 / 0.48
fa+ha+maj: 12 / 5.83
buf+inv: 6 / 0.76
flops: 1 / 0.76
simple gates: 9 / 1.54
metrics by stage:
step | worst slack [ns] | cell area, um2
after floorplan | 7.95 | 79100
after global placement | 6.76 | 82100
after detailed placement | 6.74 | 82100
after CTS | 6.64 | 82700
after global routing | 6.14 | 82700
final | 6.59 | 82700
cell type report:
cell class,count,area [um2]
Tap cell,2058,2570
Clock inverter,15,204
Clock buffer,17,425
Sequential cell,195,4900
Multi-Input combinational cell,5620,64800
Fill cell,13900,74000
Timing Repair Buffer,225,1790
Antenna cell,7,17.5
Inverter,2129,8000
how the worst max path moves through the flow:
stage / startpoint / endpoint / slack [ns] / cells after the start
after CTS: dut.x[0][15] / dut.err_reg[15] / 6.64 / 34
after global routing: dut.wn[2][15] / dut.err_reg[15] / 6.14 / 33
final: dut.x[0][15] / dut.err_reg[15] / 6.59 / 34
placed cells by master (no fill, tap or decap), types with 93 or more instances in the layout:
cell | synthesis | routed
nand2_1 | 1012 | 1012
xnor2_1 | 232 | 232
nor2_1 | 124 | 124
inv_1 | 2126 | 2125
nand2b_1 | 102 | 102
dfrtp_1 | 195 | 178
fa_1 | 1983 | 1983
and2_1 | 932 | 932
a21oi_1 | 93 | 93
buf_4 | 0 | 183
ha_1 | 605 | 605
